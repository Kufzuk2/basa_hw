<file path="/design/flow/design.v">
module log2
#(
    parameter SIZE_IN  = 8,
    parameter SIZE_OUT = $clog2(SIZE_IN)
)
(
    input  wire [SIZE_IN  - 1: 0]    num,
    output wire [SIZE_OUT - 1: 0] degree
);
    wire [SIZE_OUT - 1: 0] tmp [SIZE_IN: 0];
    generate 
        genvar i;
        for (i = 0; i < SIZE_IN + 1; i = i + 1) begin
            if (i == 0)
                assign tmp[i] = 'h0;
            else
                assign tmp[i] = tmp[i - 1] | ({SIZE_OUT{(8'h1 == (num >> i))}} & i);
        end
    endgenerate
    assign degree = tmp[SIZE_IN];
endmodule
</file>
<file path="/design/flow/run.sh">
#!/bin/bash
# OpenROAD 26Q1-2900-gdf79404cd8, Yosys 0.63+post, stock flow scripts
make -C /OpenROAD-flow-scripts/flow DESIGN_CONFIG=/design/flow/config.mk WORK_HOME=/design/flow/orfs finish
</file>
<file path="/design/flow/config.mk">
export PLATFORM = sky130hd
export DESIGN_NAME = log2
export DESIGN_NICKNAME = log2
export VERILOG_FILES = /design/flow/design.v
export SDC_FILE = /design/flow/constraint.sdc
export NUM_CORES = 4
export LEC_CHECK = 1
export CORE_AREA = 10 10 70 70
export DIE_AREA = 0 0 80 80
</file>
<file path="/design/flow/constraint.sdc">
current_design log2

set clk_period 1.0
set clk_io_pct 0.2

create_clock -name clk0 -period $clk_period

set non_clock_inputs [all_inputs -no_clocks]
set_input_delay [expr $clk_period * $clk_io_pct] -clock clk0 $non_clock_inputs
set_output_delay [expr $clk_period * $clk_io_pct] -clock clk0 [all_outputs]
</file>
==> Changelog: implementation <==
### Physical design

* Status: finished, final reports clean
* Most frequent cells in the layout: 6 x buf_2, 2 x nor2_4, 2 x nand2_1, 2 x clkdlybuf4s15_1
* Crit-path max FO at 2
* Crit path DRT at 0.80 ns
* First-pass GRT wire length at 572 um
* Hold path depth at 3
* Tcrit/Tclk final at 0.946
* FF/Latch Area at 0 um^2
* Post-layout min period at 0.946 ns
* Final hold vios at 0
* Total Neg Setup Slack at 0 ns
* PortBufs at 10
* F_max at 1060 MHz
* CP startpoint kind: primary input
* P&R area growth vs syn at 353%
* Worst Tran Pin Value at 0.181 ns
* Top Family by Delay on Critical Path: buffers and inverters
* Avg WL per Cell at 5.04 um
* Die Y at 80 um
* Critical Path AT at 0.75 ns
* Final sequential cell count at 0
* Post-synth area from yosys stat at 45.0 um^2
* DRC Markers at 0
* Cell Rows at 21
* Post-synth cell types at 7
* Antenna-violating nets left at 0
* Synth Seq Share at 0
* Worst path cell trace: buf_4, nor2_4, o21ai_2, nand2_1, dlygate4sd2_1
* Synth area leaders: a21oi_1 22%, nand2_1 17%, nor2_1 17%
* Final non-filler cell area at slightly above 200 um^2
* Slew HR at 0.878
* Clock buf count at 0
* Max VDD drop at roughly 0.022 mV
* Synth warnings at 1
* Syn_area_per_cell at ~4.5 um^2
* Slew Viols, Final at 0
* DRT Wirelength at approximately 340 um
* End point of the worst hold path: degree[0]
* Setup violators final at 0
* Initial antenna violation count at 0
* DIE WIDTH at about 80 um
* Slowest cell on crit path: dlygate4sd2_1
* DP HPWL at 263 um
* Max cap viols at 0
* GRT overflow at 0
* Antenna cells at 0
* Vias at 109
* Initial DRC count at 2
* I/O pin count at 11
* Pre-CTS setup slack at -0.644 ns
* Crit. End Element: output port
* Fillcell total at 414
* Crit path kind: in2out
* Core area at 3420 um^2
* TritonRoute pass-1 iters at 2
* Via/cell ratio at 1.63
* Largest net degree at the start of global routing at 4
* Share of cells above drive strength 1 at 0.619
* Area leader share at 0.222
* RSZ-0062 raised after global routing: true
* Initial Util at 0.0132
* Total number of cells along the worst setup path at 5
* Placed inst area at 203 um^2
* Power Density at 261 nW/um^2
* Yosys cell count at 10
* Vias in the first global route at around 120
* Crit path buffers/inverters at 2
* Cell area after synthesis at 45.0 um^2
* CTS Hold Bufs at 0
* Setup slack after layout at roughly 0.054 ns
* OpenROAD warnings at 34
* Worst hold path startpoint: num[4]
* Crit path largest cell delay at 0.20 ns
* Post-Syn Instances at 10
* Leak at 0.0700 nW
* Power Total at 0.0532 mW
* Hold WS at just under 0.7 ns
* GRT Resource Usage Total at 0.0102
* RD Place Congestion at about 0.82
* Synth area leader: a21oi_1
* Die Footprint at 6400 um^2
* Commonest Layout Cell: buf_2
* Worst min-delay path category: in2out
[cells by family (layout without fill, tap and decap cells)]
family	Yosys count	after routing	share of synthesized area
AND-OR/OR-AND	4	4	0.500
buffers and inverters	2	13	0.167
AND/OR/NAND/NOR	4	4	0.333
[cell usage after synthesis, drive strengths merged]
cell type,count
nand2,2
a21oi,2
nor2,2
inv,1
clkinv,1
o21ai,1
o31ai,1
[how the worst max path moves through the flow]
stage | start | end | slack [ns]
global route | num[5] | degree[2] | -0.0003
CTS | num[4] | degree[2] | 0.0002
finish | num[5] | degree[1] | 0.05
[power by group]
part           switching (mW)  internal (mW)  leakage, nW
Sequential                  0              0            0
Combinational          0.0234         0.0297       0.0700
Clock                       0              0            0
Total                  0.0234         0.0297       0.0700
[worst min-delay path: cells and delay by family]
family          cells  cell delay, ns
compound gates      1            0.07
buf+inv             2            0.22
[final cells by class]
type	instances	area, um^2	share of cell area
inverters	2	8.76	0.0429
multi-input cells	8	60.1	0.294
well taps	46	57.6	0.282
repair buffers	11	77.6	0.380
[through the flow]
step | instances | util
after floorplan | 10 | -
after detailed placement | 66 | 0.0593
final | 67 | 0.0597
after global routing | 67 | 0.0597
after CTS | 67 | 0.0553
after global placement | 66 | 0.0593
[repair_timing]
action                                  4_1_cts  5_1_grt
pin swaps                                     5        2
cloned                                        0        0
setup buffers                                 1        0
hold endpoints to repair                      0        0
resized                                      35        7
endpoints found under the setup margin        3        3
[metal layers]
metal | vias up | routed length, um | part of all wire | GRT usage
met5 | - | 0 | 0 | 0
met1 | 44 | 212 | 0.63 | 0.0171
met2 | 10 | 81 | 0.24 | 0.0128
li1 | 55 | - | - | -
met3 | 0 | 44 | 0.13 | 0.00227
met4 | 0 | 0 | 0 | 0
Power and IR drop assume default switching activity.
