File: design/flow/config.mk
export PLATFORM = sky130hd
export DESIGN_NAME = led_count
export DESIGN_NICKNAME = led_count
export VERILOG_FILES = /design/flow/design.v
export SDC_FILE = /design/flow/constraint.sdc
export NUM_CORES = 4
export LEC_CHECK = 1
export CORE_AREA = 10 10 87 87
export DIE_AREA = 0 0 97 97
File: design/flow/constraint.sdc
current_design led_count

set clk_period 1.2
set clk_io_pct 0.2

create_clock -name clk0 -period $clk_period [get_ports {clk}]

set non_clock_inputs [all_inputs -no_clocks]
set_input_delay [expr $clk_period * $clk_io_pct] -clock clk0 $non_clock_inputs
set_output_delay [expr $clk_period * $clk_io_pct] -clock clk0 [all_outputs]
File: design/flow/design.v
module led_count
(
    input  wire  clk,
    input  wire KEY0,   
    input  wire KEY1,   
    input  wire KEY2,   
    output reg  [8: 0] LEDG
);
    reg  [8: 0]   counter;
    wire [8: 0] hex_local;
    reg but0_1;
    reg but0_2;
    reg but0;
    reg but1_1;
    reg but1_2;
    reg but1;
    reg but2_1;
    reg but2_2;
    reg but2;
    always @(posedge clk) begin
        but0_1 <=   KEY0;
        but0_2 <= but0_1;
    end
    always @(posedge clk)
        but0 <= ~but0_1 & but0_2;
    always @(posedge clk) begin
        but1_1 <=   KEY1;
        but1_2 <= but1_1;
    end
    always @(posedge clk)
        but1 <= ~but1_1 & but1_2;
    always @(posedge clk) begin
        but2_1 <=   KEY2;
        but2_2 <= but2_1;
    end
    always @(posedge clk)
        but2 <= ~but2_1 & but2_2;
    genvar i;
    generate
	 for (i = 0; i < 9; i = i + 1) begin : led_logic
    always @(posedge clk) begin
	 if (but0)
			LEDG[i] <= 0;
	  else if (i == 0)
		LEDG[i] <=  (but1 & ~LEDG[8]) | (~LEDG[0] & but2) ? 1 : 
					  (but2 & ~LEDG[i + 1])|  (but1 & LEDG[8]) ? 0 : LEDG[i];
		else if (i == 8)
		LEDG[i] <= (but1 & ~LEDG[8] & LEDG[i - 1]) | (~LEDG[0] & but2) ? 1 :
	                     (but2 & LEDG[i]) | (but1 & LEDG[8]) ? 0 :
		   		                              LEDG[i];
	   else
		LEDG[i] <= (but1 & ~LEDG[8] & LEDG[i - 1]) | (~LEDG[0] & but2) ? 1 :
	                     (but2 & LEDG[i] & ~LEDG[i + 1]) | (but1 & LEDG[8]) ? 0 :
		   		         LEDG[i    ]     ;
    end
	 end
    endgenerate
endmodule
File: design/flow/run.sh
#!/bin/bash
# OpenROAD 26Q1-2900-gdf79404cd8, Yosys 0.63+post, stock flow scripts
make -C /OpenROAD-flow-scripts/flow DESIGN_CONFIG=/design/flow/config.mk WORK_HOME=/design/flow/orfs finish
==> results.json <==
{
  "hold_viol_final": 0,
  "syn_area_per_cell_um2": 10.2,
  "row_count": 27,
  "grt_pass1_vias": 477,
  "dominantRegCellSynth": "dfxtp_1",
  "cp.buffers_inverters": 1,
  "dp_hpwl_um": 1020,
  "top_area_cell": "dfxtp_1",
  "grt_max_degree": 11,
  "path_cells": "inv_1 > a32oi_1 > a21oi_2",
  "async_reset_ff_share_pct": 0,
  "ys.flops": 18,
  "placed_area_um2": 882,
  "post-route-period-util_pct": 92.6,
  "place.gp.congestion": 0.730,
  "grt_use_total_pct": 3.01,
  "fin_util_pct": 17.0,
  "vias": 501,
  "antenna_found_initial": 0,
  "p_leak_nw": 0.394,
  "drt_iter0_markers": 55,
  "synth-edff-count": 0,
  "ys_cells": 63,
  "numClockSinks": 18,
  "cp.required_ps": 1330,
  "fillerInstances": 614,
  "ctsLongestPathBuffers": 2,
  "hold_class": "reg -> reg",
  "min_period_ps": 1110,
  "drv_cap": 0,
  "clockRootBuffer": "clkbuf_8",
  "fp.dieH_um": 97,
  "most_common_cell": "dfxtp_1",
  "grt_setup_unrepaired": "false",
  "drv_slew": 0,
  "synth_area_um2": 643,
  "tns_ps": 0,
  "pwr_density_cell_nw_per_um2": 1810,
  "busiest_layer": "met1",
  "topCellsByArea": "dfxtp_1, a31oi_1, a22o_1",
  "yosysSeqAreaShare_pct": 56.0,
  "routedWlPerCell_um": 9.06,
  "max_freq_mhz": 900,
  "slew-limit-headroom_pct": 75.1,
  "hold_ws_ps": 353,
  "ios": 13,
  "synth_warnings": 1,
  "grt_use_met2_pct": 3.68,
  "status": "complete, no violations",
  "setup_violations": 0,
  "chipArea_um2": 9410,
  "cp-end-kind": "flip-flop",
  "grt_use_met1_pct": 4.41,
  "cp.arrival_ps": 1240,
  "worstSkewPairLatency_ps": 250,
  "cpMaxStageDelayCell": "dfxtp_1",
  "tool_warnings": 25,
  "drt.antenna.violating_nets": 0,
  "peakVddDrop_mv": 0.795,
  "dpl_worst_slack_ps": 63.7,
  "crit_path_start_kind": "flip-flop",
  "top_cell_area_share_pct": 56.0,
  "tritoncts": "done",
  "final_area_um2": 957,
  "die_width_um": 97,
  "vias_per_cell": 3.19,
  "yosys_area_um2": 643,
  "tightest_slew_ps": 372,
  "layout-drive-gt1-share_pct": 28.2,
  "cp_slowest_stage_delay_ps": 540,
  "htreeDepth": 1,
  "io_buffers": 12,
  "clock_skew_ps": 7.22,
  "overflow": 0,
  "hold_buffers": 0,
  "worstPathMaxFanout": 8,
  "netlist_instances": 63,
  "crit_type": "reg -> reg",
  "firstDrtPassIters": 4,
  "syn_to_final_growth_pct": 48.8,
  "route.detailed.drc": 0,
  "common_cells": "dfxtp_1, a31oi_1, nand2_1",
  "met3_usage_pct": 1.79,
  "coreArea_um2": 5640,
  "diodes": 0,
  "ys_types": 20,
  "cts_made_buffers": 3,
  "grt_pass1_wl_um": 2370,
  "drt-total-wl_um": 1420,
  "fp_util_pct": 11.4,
  "clk_pin_slew_ps": 70,
  "critPathTopFamily": "flip-flops",
  "fin_ws_ps": 88.5
}
## cells by family after synthesis
logic type | after synthesis | synth area share, %
and+or+nand+nor | 21 | 19.1
AOI/OAI and AO/OA | 18 | 20.6
DFF | 18 | 56.0
buffers and inverters | 6 | 4.28
## flip-flops by register name, summed over array words and instances, names as in the netlist
| name | flops |
|---|---|
| LEDG | 9 |
| but0 | 1 |
| but0_1 | 1 |
| but0_2 | 1 |
| but1 | 1 |
| but1_1 | 1 |
| but1_2 | 1 |
| but2 | 1 |
| but2_1 | 1 |
| but2_2 | 1 |
## worst paths after layout
path                       start                    to  slack (ps)  depth (start not counted)
setup reg to reg    but1$_DFF_P_  LEDG[1]$_SDFFE_PP0P_          90                          3
hold / removal    but2_1$_DFF_P_        but2_2$_DFF_P_         350                          0
setup / recovery    but1$_DFF_P_  LEDG[1]$_SDFFE_PP0P_          90                          3
hold reg to reg   but2_1$_DFF_P_        but2_2$_DFF_P_         350                          0
## layout by cell type, fill, tap and decap left out
| master | count |
|---|---|
| a21o_1 | 1 |
| a21oi_2 | 1 |
| a22o_1 | 4 |
| a22oi_1 | 1 |
| a31oi_1 | 7 |
| a32oi_1 | 1 |
| buf_4 | 9 |
| clkbuf_8 | 4 |
| clkdlybuf4s50_1 | 3 |
| dfxtp_1 | 11 |
| dfxtp_2 | 7 |
| dlygate4sd2_1 | 9 |
| inv_1 | 2 |
| inv_2 | 1 |
| nand2_1 | 6 |
| nand2_4 | 1 |
| nand2b_1 | 5 |
| nand3_1 | 5 |
| nor2b_1 | 3 |
| nor2b_4 | 1 |
| o211ai_1 | 2 |
| o22ai_1 | 1 |
## report_power, final
part	internal, mW	switching, mW	total, mW	leakage, nW
Clock	0.291	0.198	0.490	0.0288
Sequential	0.709	0.0554	0.765	0.152
Combinational	0.295	0.182	0.477	0.213
Total	1.30	0.436	1.73	0.394
## layout make-up
class                   instances  area (µm²)  share of cell area, %
clock buffers                   4        55.1                   5.75
inverters                       3        11.3                   1.18
multi-input cells              39         255                   26.7
flip-flops and latches         18         369                   38.6
well taps                      72        90.1                   9.41
repair buffers                 21         176                   18.4
## per-layer routing
layer / wire length (µm) / part of all wire, %
met1: 767 / 54
met2: 503 / 35
met3: 151 / 11
met4: 0 / 0
met5: 0 / 0
## per-stage QoR
stage          std cells  power, mW
3_3_place_gp         150       1.27
5_1_grt              157       1.85
2_1_floorplan         63      0.968
6_report             157       1.73
4_1_cts              157       1.76
3_5_place_dp         150       1.27
## worst reg2reg max path, cell delays in order (launching register included)
cell and delay (ps):
dfxtp_1 540, inv_1 130, a32oi_1 250, a21oi_2 70
## timing repair
action / CTS / global route
gates resized: 16 / 0
setup endpoints to repair: 9 / 0
endpoints found under the hold margin: 0 / 0
buffers inserted: 3 / 0
Power and IR drop assume default switching activity.
