$ cat design/flow/config.mk
export PLATFORM = sky130hd
export DESIGN_NAME = double_dabble
export DESIGN_NICKNAME = double_dabble
export VERILOG_FILES = /design/flow/design.v
export SDC_FILE = /design/flow/constraint.sdc
export NUM_CORES = 4
export LEC_CHECK = 1
export CORE_AREA = 10 10 70 70
export DIE_AREA = 0 0 80 80
$ cat design/flow/constraint.sdc
current_design double_dabble

set clk_period 6.9
set clk_io_pct 0.2

create_clock -name clk0 -period $clk_period

set non_clock_inputs [all_inputs -no_clocks]
set_input_delay [expr $clk_period * $clk_io_pct] -clock clk0 $non_clock_inputs
set_output_delay [expr $clk_period * $clk_io_pct] -clock clk0 [all_outputs]
$ cat design/flow/design.v
module dd_iter 
#(
	parameter BIN_LEN = 8    ,
	parameter BCD_LEN = 3 * 4
)
(
	input  wire [BCD_LEN + BIN_LEN - 1 : 0] bcd_with_bin_prev,
	output wire [BCD_LEN + BIN_LEN - 1 : 0] bcd_with_bin_next
);
wire [BCD_LEN + BIN_LEN - 1 : 0] tmp_bcd_with_bin_next;
assign tmp_bcd_with_bin_next [BIN_LEN - 1 : 0] = bcd_with_bin_prev [BIN_LEN - 1 : 0];
genvar j;
generate
	for (j = 0; j < BCD_LEN / 4; j = j + 1) begin: digits_gen
		assign tmp_bcd_with_bin_next [BIN_LEN + 4 * j + 3 : BIN_LEN + 4 * j] = 
		           bcd_with_bin_prev [BIN_LEN + 4 * j + 3 : BIN_LEN + 4 * j] > 4'd4 ? 
			   bcd_with_bin_prev [BIN_LEN + 4 * j + 3 : BIN_LEN + 4 * j] + 4'd3 : 
			   bcd_with_bin_prev [BIN_LEN + 4 * j + 3 : BIN_LEN + 4 * j]        ;
	end
endgenerate
assign bcd_with_bin_next = tmp_bcd_with_bin_next << 1;
endmodule
module double_dabble 
#(
	parameter BIN_LEN = 8    ,
	parameter BCD_LEN = 3 * 4
)	
(
	input  wire [BIN_LEN - 1 : 0] bin,
	output wire [BCD_LEN - 1 : 0] bcd
);
wire [BCD_LEN + BIN_LEN - 1 : 0] tmp_bcd_with_bin [BIN_LEN - 1 : 0];
assign tmp_bcd_with_bin [0] = { { BCD_LEN {1'b0} }, bin } << 1;
genvar i;
generate
	for (i = 1; i < BIN_LEN; i = i + 1) begin: iter_gen
		dd_iter dd_iter_i (
					.bcd_with_bin_prev(tmp_bcd_with_bin [i - 1]),
					.bcd_with_bin_next(tmp_bcd_with_bin [i    ])		
		);
	end
endgenerate
assign bcd = tmp_bcd_with_bin [BIN_LEN - 1] [BCD_LEN + BIN_LEN - 1 : BIN_LEN];
endmodule
$ cat design/flow/run.sh
#!/bin/bash
# OpenROAD 26Q1-2900-gdf79404cd8, Yosys 0.63+post, stock flow scripts
make -C /OpenROAD-flow-scripts/flow DESIGN_CONFIG=/design/flow/config.mk WORK_HOME=/design/flow/orfs finish
==> CHANGELOG.md <==
## Flow update

* Status: finished clean
* CP startpoint kind: primary input
* Worst slack at placement at -0.2798 ns
* Tightest Hold Check Type: in -> out
* Fin. Hold Viols at 0
* Yosys cell types at 55
* Chip width at around 80 microns
* Setup CP Type: in -> out
* MUX area fraction at 4.390%
* Synth logic family: AND-OR/OR-AND gates
* Initial antenna violation count at 0
* # clk buffers at 0
* Die Span Y at about 80 microns
* Top cells, area: ha_1, nand2_1, nor2_1
* CP top delay family: AND-OR/OR-AND gates
* Flip-flops at 0
* Fin area at between 0.0015 and 0.002 sq mm
* DR vias at about 1300
* Final Util at roughly half
* Crit path DAT at roughly 5.4 ns
* Pre-antenna DRT Iters at 4
* Slowest CP cell: clkdlybuf4s50_1
* Post-synthesis chip area from yosys at slightly above 0.001 sq mm
* Antenna Cells at 0
* Max-cap violations at 0
* Slew margin rel. at between 50% and 60%
* Gr usage total at around a tenth
* Fmax at 147.1 MHz
* Stage-log warning count at 36
* ANT nets after route at 0
* DRC viols at 0
* Final worst slack at a little over 0.1 ns
* Worst EP required at roughly 5.5 ns
* Mapped Cells at between 150 and 200
* Vias in the first global route at 1202
* Hold Path End: bcd[0]
* Hold_sp: bin[0]
* Chip area at 0.006400 sq mm
* Final setup TNS at 0 ns
* Via density at ~5.2
* CP Buf/Inv Count at 5
* Placed cell count at 246
* WL/cell at roughly 12 microns
* Pin count of the biggest net entering global routing at 15
* Port buffer count at 16
* RePlAce Congestion at roughly 0.95
* Top-area cell share at 8.537%
* Sequential cell area at 0 sq um
* Max incr delay on CP at approximately 0.47 ns
* Yosys cell count at 155
* Maximum vdd ir drop at just over 0.07 mV
* Simple-gate area share of the yosys netlist at 30.24%
* Hold Path Stages at 0
* Non-Filler Instances at roughly 250
* FP Rows at 21
* CP Max Fanout at 6
* Final worst path period need at roughly 6.8 ns
* Post-Synthesis Cell Area at between 0.001 and 0.0015 sq mm
* Slew @ Worst Pin at 0.6094 ns
* Cell Pwr Density at about 120 mW/mm^2
* Fa+ha+maj area frac at 9.512%
* Post-CTS Hold Fix Bufs at 0
* Setup violators final at 0
* Worst Setup End Kind: output pin
* Num ports at 20
* Synth top cells by count: nand2_1, nor2_1, inv_1, o21ai_0
* Mean Syn Cell Area at around 6.6 sq um
* Leak at 0.6957 nW
* Most frequent cell after synthesis: nand2_1
* Area fraction in xor and xnor cells at under 10%
* Worst path cell trace: clkdlybuf4s50_1 -> inv_1 -> ha_2 -> buf_4 -> ha_1 -> o311a_4 -> nand2_2 -> a21oi_2 -> a21oi_2 -> ha_4 -> a21oi_2 -> a221o_1 -> a221oi_2 -> o221ai_2 -> xnor2_2 -> ha_2 -> buf_4 -> nor2_2 -> mux2_4 -> clkdlybuf4s50_1
* Overflow after GRT at 0
* Crit share post-route at a little over nine tenths
* Area leader, netlist: ha_1
* Final Max Slew Viols at 0
* FP Util at 30.04%
* Layout cell share with drive strength beyond 1 at 40.98%
* Yosys aoi share at around 40%
* Synthesis-to-finish area growth at 62.20%
* Initial DRC Count at ~65
* Critical path startpoint: bin[5]
* Hpwl dp at around 2400 microns
* RSZ-0062 raised after global routing: yes
* Core region area at ~0.0034 sq mm
* Synth warnings at 1
* DRT Wirelength at roughly 3100 microns
* Post-synthesis sequential area ratio at 0%
* First-pass GRT wire length at around 5300 microns
* Most used cell, CP: a21oi_2
* Placed Area at ~0.0015 sq mm
-- worst max-delay path by stage --
stage | endpoint | cells after the start
4_1_cts | bcd[4] | 23
5_1_grt | bcd[6] | 24
6_report | bcd[4] | 20
-- final cells by class --
type                            count  area (sq um)
Tap cell                           46         57.56
Timing Repair Buffer               60         496.7
Inverter                           10         37.54
Fill cell                         323          1752
Multi-Input combinational cell    135          1072
-- per-stage QoR --
| stage | power (mW) | hold WS (ns) |
|---|---|---|
| floorplan | 0.09915 | 2.791 |
| global placement | 0.1843 | 2.760 |
| detailed placement | 0.1838 | 2.760 |
| CTS | 0.1907 | 2.760 |
| global route | 0.2265 | 2.760 |
| finish | 0.2037 | 2.760 |
-- report_power, final --
group          switching, mW  internal (mW)  total [mW]
clock network              0              0           0
logic                 0.0885          0.115       0.204
registers                  0              0           0
-- layout by cell type (no fill, tap or decap), types with 3 or more instances in the layout --
cell type,n
a21oi_2,4
buf_4,43
clkdlybuf4s50_1,12
ha_1,3
inv_1,8
nand2_1,17
nand2_2,3
nand3_1,3
nor2_1,12
nor2_2,5
nor3_1,6
o211ai_1,3
o21ai_0,7
o21ai_1,3
o221ai_1,4
o22ai_1,3
xnor2_1,3
-- timing repair --
action / 4_1_cts / 5_1_grt
resized: 14 / 27
buffers inserted: 3 / 2
setup endpoints to repair: 6 / 6
pin swaps: 9 / 15
-- logic make-up after synthesis --
group / Yosys count
buffers and inverters: 21
AND-OR/OR-AND: 54
multiplexers: 4
AND/OR/NAND/NOR: 62
adder cells (fa/ha/maj): 8
XOR/XNOR: 5
other: 1
-- routing by layer --
layer	wire length (microns)	vias to the layer above	global-route usage, %
met3	205	2	1.818
li1	-	678	-
met2	1394	34	15.57
met4	14	0	1.232
met1	1475	600	13.08
met5	0	-	0
No activity file was given, so power comes from the tool's default toggle rates.
